--- /design/flow/config.mk ---
export PLATFORM = sky130hd
export DESIGN_NAME = pattern_detector
export DESIGN_NICKNAME = pattern_detector
export VERILOG_FILES = /design/flow/design.v
export SDC_FILE = /design/flow/constraint.sdc
export NUM_CORES = 4
export LEC_CHECK = 1
export CORE_AREA = 10 10 70 70
export DIE_AREA = 0 0 80 80
--- /design/flow/constraint.sdc ---
current_design pattern_detector

set clk_period 1.2
set clk_io_pct 0.2

create_clock -name clk0 -period $clk_period [get_ports {clk}]

set non_clock_inputs [all_inputs -no_clocks]
set_input_delay [expr $clk_period * $clk_io_pct] -clock clk0 $non_clock_inputs
set_output_delay [expr $clk_period * $clk_io_pct] -clock clk0 [all_outputs]
--- /design/flow/design.v ---
module pattern_detector (
	input logic 	clk,
	input logic	rstb,
	input logic	serial_pattern,
	input logic	enable,
	output logic	pattern_detected
);
parameter IDLE 	 	 = 6'b000000;
parameter ZER  	 	 = 6'b000001;
parameter ONE  	 	 = 6'b000010;
parameter ZER_ZER	 = 6'b000100; 
parameter ZER_ONE	 = 6'b001000;
parameter ONE_ZER	 = 6'b010000;
parameter ONE_ONE	 = 6'b100000;
logic  [5:0] 	next_state,  state;
logic  		pattern_detected_i;
always_comb begin
	next_state = state;
	case(state)
	 IDLE:  if (serial_pattern == 1'b0)  begin
			next_state = ZER;
			pattern_detected_i = 1'b0;
		end else if (serial_pattern == 1'b1) begin
			next_state = ONE;
			pattern_detected_i = 1'b0;
		end else begin
			next_state = IDLE;
			pattern_detected_i = 1'b0;
		end
	 ZER:  if (serial_pattern == 1'b0)  begin
			next_state = ZER_ZER;
			pattern_detected_i = 1'b0;
		end else if (serial_pattern == 1'b1) begin
			next_state = ZER_ONE;
			pattern_detected_i = 1'b0;
		end else begin
			next_state = IDLE;
			pattern_detected_i = 1'b0;
		end
	 ONE:  if (serial_pattern == 1'b0)  begin
			next_state = ONE_ZER;
			pattern_detected_i = 1'b0;
		end else if (serial_pattern == 1'b1) begin
			next_state = ONE_ONE;
			pattern_detected_i = 1'b0;
		end else begin
			next_state = IDLE;
			pattern_detected_i = 1'b0;
		end
	 ZER_ZER:  if (serial_pattern == 1'b0)  begin
			next_state = ZER_ZER;
			pattern_detected_i = 1'b0;
		end else if (serial_pattern == 1'b1) begin
			next_state = ZER_ONE;
			pattern_detected_i = 1'b0;
		end else begin
			next_state = IDLE;
			pattern_detected_i = 1'b0;
		end
	 ZER_ONE:  if (serial_pattern == 1'b0)  begin
			next_state = ONE_ZER;
			pattern_detected_i = 1'b0;
		end else if (serial_pattern == 1'b1) begin
			next_state = ONE_ONE;
			pattern_detected_i = 1'b1;
		end else begin
			next_state = IDLE;
			pattern_detected_i = 1'b0;
		end
	 ONE_ZER:  if (serial_pattern == 1'b0)  begin
			next_state = ZER_ZER;
			pattern_detected_i = 1'b0;
		end else if (serial_pattern == 1'b1) begin
			next_state = ZER_ONE;
			pattern_detected_i = 1'b1;
		end else begin
			next_state = IDLE;
			pattern_detected_i = 1'b0;
		end
	 ONE_ONE:  if (serial_pattern == 1'b0)  begin
			next_state = ONE_ZER;
			pattern_detected_i = 1'b1;
		end else if (serial_pattern == 1'b1) begin
			next_state = ONE_ONE;
			pattern_detected_i = 1'b0;
		end else begin
			next_state = IDLE;
			pattern_detected_i = 1'b0;
		end
	default: begin
		 	next_state = IDLE;
			pattern_detected_i = 1'b0;
		end
       endcase
end
always_ff @( posedge clk or negedge rstb )
begin
	if (rstb == 1'b0) begin
		state <= IDLE;
		pattern_detected <= 1'b0;
	end else if (rstb == 1'b1 && enable == 0) begin
		state <= IDLE;
		pattern_detected <= 1'b0;
	end else begin
		state <= next_state;
		pattern_detected <= pattern_detected_i;
	end
end
endmodule
--- /design/flow/run.sh ---
#!/bin/bash
# OpenROAD 26Q1-2900-gdf79404cd8, Yosys 0.63+post, stock flow scripts
make -C /OpenROAD-flow-scripts/flow DESIGN_CONFIG=/design/flow/config.mk WORK_HOME=/design/flow/orfs finish
==> impl_metrics.env <==
# source this file to load flow results
export IMPL_grt_use_met3=0.0148
export IMPL_crit_buf_inv=0
export IMPL_fin_cells=79
export IMPL_start_kind="flip-flop"
export IMPL_p_leak_nw=0.188
export IMPL_wire_per_inst_um=7.37
export IMPL_crit_type="flip-flop to flip-flop"
export IMPL_clk_latency_ns=0.26
export IMPL_synth_cell_type_count=12
export IMPL_overflow=0
export IMPL_dp_cells=75
export IMPL_hpwl_um=434
export IMPL_root_buffer="clkbuf_4"
export IMPL_route_detailed_drc=0
export IMPL_viasPerCell=2.70
export IMPL_die_area_mm2=0.00640
export IMPL_fp_dieW_um=80
export IMPL_cts_inserted_buffers=3
export IMPL_max_freq_mhz=896
export IMPL_ys_area_um2=305
export IMPL_gp_congestion=0.768
export IMPL_drt_wl_total_um=582
export IMPL_crit_slowest_cell="dfrtp_1"
export IMPL_area_growth_pct=49.2
export IMPL_max_vdd_ir_drop_mv=0.598
export IMPL_drt_iter0_drc=10
export IMPL_rsz0062_at_grt="no"
export IMPL_finalInstanceArea_um2=455
export IMPL_outcome="complete, no violations"
export IMPL_yosys_stat_seqShare=0.660
export IMPL_core_mm2=0.00342
export IMPL_avgSynthCellArea_um2=13.9
export IMPL_drv_cap=0
export IMPL_use_met1=0.0324
export IMPL_syn_area_um2=305
export IMPL_slew_viol_final=0
export IMPL_yosysWarnings=1
export IMPL_hold_violations=0
export IMPL_ant_nets=0
export IMPL_cts_sinks=8
export IMPL_final_min_clock_period_ns=1.12
export IMPL_clk_pin_slew_ns=0.06
export IMPL_top_usage_layer="met1"
export IMPL_worst_path_stages=2
export IMPL_p_per_area_mw_per_mm2=1290
export IMPL_critical_path_top_delay_family="simple AND/OR/NAND/NOR gates"
export IMPL_drive_gt1_frac=0.364
export IMPL_first_global_vias=225
export IMPL_relSlewSlack=0.768
export IMPL_placed_cell_area_um2=428
export IMPL_initial_core_util=0.0894
export IMPL_setup_viol=0
export IMPL_syn_inst=22
export IMPL_period_used=0.930
export IMPL_holdWs_ns=0.325
export IMPL_clockBufferDepth=2
export IMPL_hp_class="input port to asynchronous set/reset pin"
export IMPL_grt_max_degree=9
export IMPL_worstPathRequired_ns=1.37
export IMPL_met2_usage=0.0217
export IMPL_power_total_w=0.000588
export IMPL_tns_ns=0
export IMPL_num_rows=21
export IMPL_die_y_um=80
export IMPL_critPathMaxFanout=3
export IMPL_grt_first_pass_wirelength_um=1060
export IMPL_io_pins=5
export IMPL_clock_skew_ns=0.0151
export IMPL_lay_top_cells="7 x dfrtp_1, 4 x buf_4, 3 x nor3_1, 3 x clkbuf_4, 3 x clkdlybuf4s50_1"
export IMPL_ys_cells=22
export IMPL_path_cells="or3_4 -> nor4b_2"
export IMPL_cpPeakStageDelay_ns=0.40
export IMPL_grt_usage=0.0207
export IMPL_tightestPinTransition_ns=0.345
export IMPL_drtPass1Iterations=4
export IMPL_htreeDepth=1
export IMPL_ys_ff=8
export IMPL_setup_worst_path_end_class="flip-flop"
export IMPL_r2r_cells=2
export IMPL_numPortBuffers=4
export IMPL_num_vias=213
export IMPL_warnings=25
export IMPL_final_common_cell="dfrtp_1"
export IMPL_antenna_cells=0
export IMPL_antenna_found_initial=0
export IMPL_cts_tree="yes"
export IMPL_cp_arrival_ns=1.29
cells in the mapped netlist:
| library cell | count | area (µm²) |
|---|---|---|
| buf_2 | 1 | 5.00 |
| nor4b_2 | 1 | 15.0 |
| nor3_1 | 3 | 15.0 |
| nor4_2 | 1 | 12.5 |
| a211oi_1 | 1 | 7.51 |
| dfstp_2 | 1 | 26.3 |
| and3b_1 | 1 | 8.76 |
| or3_4 | 1 | 11.3 |
| nor3b_1 | 2 | 15.0 |
| dfrtp_1 | 7 | 175 |
| nor2_1 | 2 | 7.51 |
| nor2b_1 | 1 | 6.26 |
stage by stage:
step	setup WS, ns	utilization
after floorplan	0.136	-
after global placement	-0.179	0.125
after detailed placement	-0.181	0.125
after CTS	0.0810	0.133
after global routing	0.0255	0.133
final	0.0843	0.133
final cells by class:
cell class,count,area (µm²)
repair buffers,8,68.8
flip-flops and latches,8,201
fillers,399,2960
multi-input cells,13,101
clock buffers,4,26.3
well taps,46,57.6
repair_timing:
item                       in CTS  in global routing
setup buffers                   0                  0
setup endpoints to repair       1                  6
cloned                          0                  0
gates resized                   1                  1
hold buffers                    0                  0
pin swaps                       0                  0
power breakdown:
| part | internal (W) | total, W | leakage [nW] | switching, W |
|---|---|---|---|---|
| Combinational | 0.0000403 | 0.0000729 | 0.0674 | 0.0000326 |
| Sequential | 0.000287 | 0.000295 | 0.105 | 0.00000786 |
| Clock | 0.000127 | 0.000221 | 0.0150 | 0.0000933 |
layer usage:
metal  up-vias  wire length (µm)
met5         -                 0
met4         0                 0
met3         0                58
met2         9               202
met1       103               320
li1        101                 -
path summary, 6_finish.rpt:
kind,slack (ns),endpoint,start
min in group clk0,0.52,state[2],state[6]
max reg2reg,0.08,state[1],state[2]
max,0.08,state[1],state[2]
min,0.32,state[3],rstb
min reg2reg,0.52,state[2],state[6]
max in group asynchronous,0.65,state[0],rstb
flip-flops by register name, indices dropped and copies added (netlist names):
signal,flops
state,7
pattern_detected,1
worst reg2reg max path, delay by kind of cell, from the launching register on:
kind / cells / cell delay, ns
and+or+nand+nor: 2 / 0.62
DFF: 1 / 0.40
cell families (layout without fill, tap and decap cells):
family / count (synthesis) / in the layout / synth area share
and+or+nand+nor: 12 / 12 / 0.299
DFF: 8 / 8 / 0.660
AOI/OAI and AO/OA: 1 / 1 / 0.0246
buffers and inverters: 1 / 12 / 0.0164
No activity file was given, so power comes from the tool's default toggle rates.
